==> /design/flow/design.v <==
`timescale 1ns / 1ps
module fsm_11011_mealy(
    input clk_pulse,
    input clear,
    input inp_1,
    output reg out,
    output reg [2:0] present_state
    );
    reg [2:0] next_state;         
    parameter S0=3'b000,S1=3'b001,S2=3'b010,S3=3'b011,S4=3'b100;
    always @(posedge clk_pulse or posedge clear)  
        begin
            if (clear == 1'b1)
                present_state <= S0;
            else
                present_state <= next_state;
        end
    always@(*)               
        begin
            next_state = present_state;
                case(present_state)
                S0: if(inp_1 == 1'b1)
                       next_state = S1;
                    else
                        next_state = S0;
                S1: if(inp_1 == 1'b1)
                        next_state = S2;
                    else
                        next_state = S0;
                S2: if(inp_1 == 1'b1)
                         next_state = S2;
                     else
                         next_state = S3;
                S3: if(inp_1 == 1'b1)
                         next_state = S4;
                    else
                         next_state = S0;         
                S4: if(inp_1 == 1'b1)
                         next_state = S2;
                     else
                         next_state = S0;
                endcase
        end
        always @(posedge clk_pulse)  
        begin
            if (present_state == S4 && inp_1 ==1'b1)
                out<=1'b1;
            else
                out<=1'b0;    
        end
endmodule
==> /design/flow/run.sh <==
#!/bin/bash
# OpenROAD 26Q1-2900-gdf79404cd8, Yosys 0.63+post, stock flow scripts
make -C /OpenROAD-flow-scripts/flow DESIGN_CONFIG=/design/flow/config.mk WORK_HOME=/design/flow/orfs finish
==> /design/flow/config.mk <==
export PLATFORM = sky130hd
export DESIGN_NAME = fsm_11011_mealy
export DESIGN_NICKNAME = fsm_11011_mealy
export VERILOG_FILES = /design/flow/design.v
export SDC_FILE = /design/flow/constraint.sdc
export NUM_CORES = 4
export LEC_CHECK = 1
export CORE_AREA = 10 10 70 70
export DIE_AREA = 0 0 80 80
==> /design/flow/constraint.sdc <==
current_design fsm_11011_mealy

set clk_period 1.5
set clk_io_pct 0.2

create_clock -name clk0 -period $clk_period [get_ports {clk_pulse}]

set non_clock_inputs [all_inputs -no_clocks]
set_input_delay [expr $clk_period * $clk_io_pct] -clock clk0 $non_clock_inputs
set_output_delay [expr $clk_period * $clk_io_pct] -clock clk0 [all_outputs]
==> results.json <==
{
  "post_route_drc_violation_count": 0,
  "critical_path.top_delay_family": "buffers and inverters",
  "post_synth_inst_count": 16,
  "finalHoldViolCount": 0,
  "tns_ns": 0,
  "post-route-period-util_pct": 95.0,
  "yosysSeqAreaShare_pct": 54.3,
  "post_drt_via_cell_ratio": 2.25,
  "yosys_cells": 16,
  "critPathLaunchType": "flop",
  "post-dp-hpwl_um": 385,
  "dr_wl_met3_um": 154,
  "critical_path_class": "flop to primary output",
  "die_h_um": 80,
  "critical_path.cell_chain": "clkdlybuf4s50_1",
  "clock_latency_ns": 0.24,
  "postSynthRegisterBits": 4,
  "fp_util_pct": 5.13,
  "grt-ovfl-total": 0,
  "hold_fix_buffers_at_cts": 0,
  "htree_levels": 1,
  "antenna_found_initial": 0,
  "grt_usage_pct": 1.72,
  "period_minus_slack_ns": 1.43,
  "placement_rows": 21,
  "drt-initial-drc-count": 25,
  "routed_wire_length_per_instance_um": 7.17,
  "die_width_um": 80,
  "yosys_warnings": 1,
  "highest-signal-layer": "met4",
  "setup_viol": 0,
  "cp.buffers_inverters": 1,
  "met1_length_um": 231,
  "stdcell_count": 75,
  "required_ns": 1.20,
  "routed-wl-met2_um": 141,
  "wl_um": 538,
  "cp_max_fo": 7,
  "layout.core_utilization_pct": 10.1,
  "ys_area_um2": 175,
  "routed-via-count": 169,
  "startpoint": "present_state[2]",
  "rsz0062_at_grt": "false",
  "log.warning_count": 25,
  "min-delay-path-class": "primary input to async pin",
  "timing_max_transition_violations_final": 0,
  "design.die.area_mm2": 0.00640,
  "antenna_violation_net_count_after_detailed_routing": 0,
  "mappedNetlistArea_um2": 175,
  "tritoncts": "yes",
  "slowest_delay_ns": 0.48,
  "layout-drive-gt1-share_pct": 37.9,
  "cts.root.buffer_cell": "sky130_fd_sc_hd__clkbuf_4",
  "netlist-cell-type-count": 13,
  "clock_sink_count": 4,
  "clock_skew_ns": 0.00458,
  "antennaDiodeCount": 0,
  "slew-limit-headroom_pct": 87.3,
  "cp_slowest_cell": "sky130_fd_sc_hd__clkdlybuf4s50_1",
  "timing.critical_path.to_type": "primary output",
  "placement.cell_area_um2": 293,
  "max_clock_freq_ghz": 0.702,
  "vias_in_the_first_global_route": 166,
  "cts.reportedPaths.clkPinSlew_ns": 0.04,
  "place.gp.congestion": 0.711,
  "drv_cap": 0,
  "r2r-start": "present_state[1]",
  "placed_cells": 68,
  "core_region_area_mm2": 0.00342,
  "grt_max_degree": 8,
  "dr.pass1.iters": 4,
  "cts-buffers-inserted": 3,
  "flow.area_growth_from_synthesis_pct": 97.1,
  "powerDensity_mw_per_mm2": 783,
  "ios": 7,
  "power.static_leakage_nw": 0.120,
  "per_instance_average_area_after_synthesis_um2": 10.9,
  "run_status": "finished, final reports clean",
  "clockBufferDepth": 2,
  "worst-slew-pin-transition_ns": 0.190,
  "port_buffers": 6,
  "crit_arrival_ns": 1.13,
  "grt_pass1_wl_um": 779,
  "finish.instance_area_um2": 345,
  "worst_ir_drop_vdd_v": 0.000111
}
-- cell families (layout without fill, tap and decap cells) --
family          Yosys count  in the layout  share of synthesized area (%)
compound gates            5              5                           18.6
flops                     4              4                           54.3
simple gates              3              3                           12.9
xor+xnor                  2              2                           10.0
buf+inv                   2             15                           4.29
-- Yosys cell counts (all sizes together) --
library cell	count	area [um2]
dfrtp	3	75.1
inv	2	7.51
o21ai	2	10.0
a21boi	1	7.51
a21oi	1	5.00
and4bb	1	12.5
dfxtp	1	20.0
nand2	1	3.75
o22a	1	10.0
or2	1	6.26
xnor2	1	8.76
xor2	1	8.76
-- flip-flops by register name (all words and copies together), names as in the netlist --
| name | count |
|---|---|
| out | 1 |
| present_state | 3 |
-- layout make-up --
| class | count | area (um2) |
|---|---|---|
| fill | 405 | 3070 |
| multi-input combinational | 10 | 72.6 |
| timing repair buffer | 9 | 82.6 |
| tap | 46 | 57.6 |
| clock buffer | 4 | 26.3 |
| sequential | 4 | 98.8 |
| inverter | 2 | 7.51 |
-- stage by stage --
| stage | power, W | hold slack (ns) | worst slack [ns] |
|---|---|---|---|
| floorplan | 0.000112 | 0.0536 | 0.627 |
| global placement | 0.000119 | 0.483 | 0.223 |
| detailed placement | 0.000120 | 0.484 | 0.198 |
| CTS | 0.000274 | 0.224 | 0.0201 |
| global route | 0.000289 | 0.243 | 0.0305 |
| finish | 0.000270 | 0.224 | 0.0748 |
-- power by group --
| group | switching (W) | internal, W |
|---|---|---|
| clock network | 0.0000519 | 0.000100 |
| logic | 0.00000417 | 0.00000588 |
| registers | 0 | 0.000108 |
-- final timing paths --
path                       slack, ns  cells past startpoint                to
max in group asynchronous       1.13                      2  present_state[2]
setup / recovery                0.07                      1  present_state[2]
hold reg to reg                 0.54                      1  present_state[1]
hold / removal                  0.22                      2  present_state[0]
min in group clk0               0.54                      1  present_state[1]
setup reg to reg                0.49                      3  present_state[1]
-- worst reg2reg max path, stage by stage, from the launching register on --
cell and delay, ns:
sky130_fd_sc_hd__dfrtp_2 0.41, sky130_fd_sc_hd__buf_4 0.15, sky130_fd_sc_hd__xor2_1 0.15, sky130_fd_sc_hd__o22a_2 0.19
-- layout by cell type, fill, tap and decap left out --
cell	instances
sky130_fd_sc_hd__o21ai_1	1
sky130_fd_sc_hd__nand2_1	1
sky130_fd_sc_hd__dfxtp_1	1
sky130_fd_sc_hd__clkdlybuf4s50_1	6
sky130_fd_sc_hd__clkbuf_4	3
sky130_fd_sc_hd__xor2_1	1
sky130_fd_sc_hd__inv_1	2
sky130_fd_sc_hd__and4bb_2	1
sky130_fd_sc_hd__clkbuf_1	1
sky130_fd_sc_hd__xnor2_1	1
sky130_fd_sc_hd__o21ai_0	1
sky130_fd_sc_hd__dfrtp_2	3
sky130_fd_sc_hd__or2_1	1
sky130_fd_sc_hd__buf_4	3
sky130_fd_sc_hd__a21boi_0	1
sky130_fd_sc_hd__a21oi_1	1
sky130_fd_sc_hd__o22a_2	1
-- per-layer routing --
layer | GRT usage [%] | vias to the layer above
li1 | - | 82
met3 | 3.07 | 2
met4 | 0.528 | 0
met5 | 0 | -
met1 | 1.73 | 75
met2 | 1.44 | 10
-- repair_timing --
action / in CTS / in global routing
hold endpoints to repair: 0 / 0
endpoints found under the setup margin: 2 / 3
pin swaps: 0 / 0
cloned: 0 / 0
resized: 2 / 1
buffers inserted: 0 / 3
Power and IR drop assume default switching activity.
