--- flow/config.mk ---
export PLATFORM = sky130hd
export DESIGN_NAME = clk_divider
export DESIGN_NICKNAME = clk_divider
export VERILOG_FILES = /design/flow/design.v
export SDC_FILE = /design/flow/constraint.sdc
export NUM_CORES = 4
export LEC_CHECK = 1
export CORE_UTILIZATION = 30
--- flow/constraint.sdc ---
current_design clk_divider

set clk_period 9.6
set clk_io_pct 0.2

create_clock -name clk0 -period $clk_period [get_ports {clk_in}]

set non_clock_inputs [all_inputs -no_clocks]
set_input_delay [expr $clk_period * $clk_io_pct] -clock clk0 $non_clock_inputs
set_output_delay [expr $clk_period * $clk_io_pct] -clock clk0 [all_outputs]
--- flow/design.v ---
`timescale 1ns / 1ps
module clk_divider
    # (
        parameter div_value = 2499999        
     )
     (
    input clk_in,
    output reg divided_clk = 0
    );
    reg [31:0] count_reg = 0, count_next = 0;
    always @(posedge clk_in) 
    begin
        if(count_next == div_value)
            count_reg <= 0;
        else
            count_reg <= count_next;
    end
    always @(*)
        count_next = count_reg + 1;
       always @(posedge clk_in)
       begin
            if(count_next == div_value)
                divided_clk <= ~divided_clk;
            else 
                divided_clk <= divided_clk;
       end
endmodule
--- flow/run.sh ---
#!/bin/bash
# OpenROAD 26Q1-2900-gdf79404cd8, Yosys 0.63+post, stock flow scripts
make -C /OpenROAD-flow-scripts/flow DESIGN_CONFIG=/design/flow/config.mk WORK_HOME=/design/flow/orfs finish
==> impl_metrics.toml <==
# flow metrics
[placement]
place_area_um2 = 1899
gp_congestion = 0.8967
portBuffers = 1
hpwl_um = 2682

[final_timing]
hold_viol = 0
post-route-min-period_ns = 3.029
fin_skew_ns = 0.007300
setup_violations = 0
worst_pin_slew_ns = 0.8151
setup_tns_ns = 0
max_freq_ghz = 0.3301
relSlewSlack = 0.4566
rsz0062_at_grt = "no"
final_max_slew_viol_count = 0
post-route-period-util = 0.3155

[pwr]
power_leakage_nw = 0.6383
power_density_nw_per_um2 = 135.1
finalPower_mw = 0.2722
peakVddDrop_mv = 0.07969

[cells_and_area]
lay_top_cells = "32 x dfxtp_1, 19 x xnor2_1, 15 x nand3_1, 15 x nand2_1, 14 x nor2_1"
stdcell_area_um2 = 2016
lay_top_count = "dfxtp_1"
largest_reg_flops = 32
area_growth_pct = 8.925
drive_above_1_share = 0.1040

[synthesis]
syn_area_um2 = 1851
yosys-stat-area_um2 = 1851
ys_top_cells_by_area = "dfxtp_1 35%, xnor2_1 9.0%, xor2_1 4.3%, a31oi_1 4.1%, nand3_1 4.1%"
synth_top_area_share = 0.3462
async_flop_share = 0
yosysSeqAreaShare = 0.3624
top_area_cell = "dfxtp_1"
synth-main-ff-cell = "dfxtp_1"
avgSynthCellArea_um2 = 9.161
edf_count = 1
synth_cell_types = 50
ys_ff = 33
syn-instance-count = 202
yosysCellCount = 202
yosysWarningCount = 1

[die]
core_um2 = 5921
chip_area_um2 = 6487
top_level_ports = 2
fp_util = 0.3126
rows = 28
fp.dieW_um = 80.54
die_height_um = 80.54

[route]
drt-initial-drc-count = 84
drc = 0
final_antenna_net_count = 0
num_vias = 1438
diodes = 0
post_drt_via_cell_ratio = 5.191
drt_pass1_iterations = 4
routed_wl_um = 3816
wire_per_inst_um = 13.78

[run_status]
status = "complete, no violations"

[global_route]
grt_pass1_vias = 1318
grt_max_degree = 14
antenna_found_initial = 0
overflow = 0
grt_first_pass_wirelength_um = 6472
grt_use_total = 0.1317

[clock_tree]
cts_num_sinks = 33
cts_resized = 0
cts_tree = "yes"
cts_made_buffers = 5
cts.htree.levels = 2
insertion_delay_ns = 0.28
ctsLongestPathBuffers = 2
clkTransAtPathRegs_ns = 0.07
cts_hold_buf = 0
cts_root_buf = "clkbuf_8"
post_cts_buffers = 0

[worst_setup_path]
slowest_stage = "clkdlybuf4s50_1"
critPathMaxFanout = 2
cp_data_required_time_ns = 7.68
cp.arrival_ns = 1.11
crit_chain = "clkdlybuf4s50_1"
cpPeakStageDelay_ns = 0.48
critPathCaptureType = "output pin"
startpoint_type = "register"
path_buffers = 1
criticalPathCategory = "reg -> out"
crit_family = "buffers and inverters"

[job]
warning_count = 26
cap_violations = 0

[worst_hold_path]
hold_path_class = "reg -> reg"
-- cell type report --
| type | count | area [um^2] |
|---|---|---|
| Inverter | 6 | 22.52 |
| Sequential cell | 33 | 670.6 |
| Timing Repair Buffer | 2 | 17.52 |
| Clock inverter | 1 | 30.03 |
| Tap cell | 75 | 93.84 |
| Clock buffer | 7 | 86.33 |
| Multi-Input combinational cell | 153 | 1095 |
| Fill cell | 595 | 3905 |
-- cells in the mapped netlist, types with 2 or more instances --
cell type,count
dfxtp_1,32
xnor2_1,19
nand2_1,15
nand3_1,15
nor2_1,14
a31oi_1,12
xor2_1,9
nand4_1,8
inv_1,6
nor4_1,6
buf_2,5
nor3_1,5
and3_1,4
and4_1,4
buf_4,3
mux2i_1,3
nand3b_1,3
a2111oi_2,2
a311oi_1,2
and4_2,2
ha_1,2
nor3b_1,2
o31a_1,2
-- power breakdown --
group	internal [mW]	total [mW]	switching (mW)
Sequential	0.137	0.137	0
Clock	0.0846	0.135	0.0502
Combinational	0	0.000000311	0
-- per-stage QoR --
stage	cells	setup WS, ns	hold WS (ns)	utilization
after global routing	277	6.363	0.5374	0.3404
after detailed placement	269	6.662	0.5033	0.3208
after floorplan	202	7.237	0.4563	-
final	277	6.571	0.5108	0.3404
after CTS	277	6.553	0.5161	0.3404
after global placement	269	6.721	0.4966	0.3208
-- cell families after synthesis --
kind of cell,count (synthesis),synth area share
flip-flops,33,0.3624
buffers and inverters,16,0.04597
adder cells (fa/ha/maj),2,0.01352
AND-OR/OR-AND,27,0.1210
multiplexers,3,0.01623
AND/OR/NAND/NOR,93,0.3083
XOR/XNOR,28,0.1325
-- layer usage --
metal / vias to the layer above / track usage / wire (um)
met5: - / 0 / 0
met4: 0 / 0.01429 / 34
met3: 5 / 0.02076 / 171
met2: 31 / 0.2025 / 1697
met1: 656 / 0.2015 / 1912
li1: 746 / - / -
-- worst paths after layout --
path                  from            end  cells after the start  slack [ns]
min reg2reg  count_reg[29]  count_reg[29]                      1        0.51
min          count_reg[29]  count_reg[29]                      1        0.51
max reg2reg   count_reg[0]    divided_clk                      7        6.65
max            divided_clk    divided_clk                      1        6.57
No activity file was given, so power comes from the tool's default toggle rates.
